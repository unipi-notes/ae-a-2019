==> design/flow/design.v <==
module per2(output [N-1:0]out, input [N-1:0]in);
   parameter N = 8;
   assign
     #2 out = in*2;
endmodule  
module per4(output  [N-1:0]out, input [N-1:0]in, input clock);
   parameter N = 8;
   wire [N-1:0] pass;
   stadio s1(pass, in, clock);
   stadio s2(out, pass, clock);
endmodule  
module stadio(output  [N-1:0]out, input [N-1:0]in, input clock);
   parameter N = 8;
   wire [N-1:0] pass;
   reg [N-1:0] 	ingresso;
   per2 p1(out, ingresso);
   always @(posedge clock)
     ingresso = in;
endmodule  
==> design/flow/run.sh <==
#!/bin/bash
# OpenROAD 26Q1-2900-gdf79404cd8, Yosys 0.63+post, stock flow scripts
make -C /OpenROAD-flow-scripts/flow DESIGN_CONFIG=/design/flow/config.mk WORK_HOME=/design/flow/orfs finish
==> design/flow/config.mk <==
export PLATFORM = sky130hd
export DESIGN_NAME = per4
export DESIGN_NICKNAME = per4
export VERILOG_FILES = /design/flow/design.v
export SDC_FILE = /design/flow/constraint.sdc
export NUM_CORES = 4
export LEC_CHECK = 1
export CORE_AREA = 10 10 70 70
export DIE_AREA = 0 0 80 80
==> design/flow/constraint.sdc <==
current_design per4

set clk_period 1.0
set clk_io_pct 0.2

create_clock -name clk0 -period $clk_period [get_ports {clock}]

set non_clock_inputs [all_inputs -no_clocks]
set_input_delay [expr $clk_period * $clk_io_pct] -clock clk0 $non_clock_inputs
set_output_delay [expr $clk_period * $clk_io_pct] -clock clk0 [all_outputs]
==> metrics.yaml <==
final_timing:
  finalSetupViolCount: 0
  setup_tns_ns: 0
  rsz_0062_raised_after_global_routing: "false"
  post-route-period-util_pct: 94.1
  hold_violations: 0
  time_the_final_worst_path_needs_with_i_o_delays_and_setup_ns: 0.941
  clock.fmax_ghz: 1.06
  report.final.slew_viol_count: 0
  final.setup_skew_ns: 0.000290
  postLayoutSetupSlackWorst_ns: 0.0587
global_routing:
  grt_pass1_vias: 164
  antenna_found_initial: 0
  grt_overflow_total: 0
  grt_max_degree: 8
  global_route.usage.total_pct: 1.63
  grt_pass1_wl_um: 793
synth:
  yosys_area_um2: 259
  count_of_flip_flops_with_a_built_in_enable_after_synthesis: 0
  most_frequent_cell_after_synthesis: "sky130_fd_sc_hd__dfxtp_1"
  synthTopCellsByCount: "12 x sky130_fd_sc_hd__dfxtp_1, 2 x sky130_fd_sc_hd__buf_4, 1 x sky130_fd_sc_hd__conb_1"
  yosysTopAreaCellShare_pct: 92.8
  synth-main-ff-cell: "sky130_fd_sc_hd__dfxtp_1"
  ys_seq_share_pct: 92.8
  post_synth_instance_area_um2: 259
  yosysWarningCount: 1
  synth-async-reset-ratio_pct: 0
  ys_ff: 12
  largest_area_cell: "sky130_fd_sc_hd__dfxtp_1"
  postSynthCellCount: 15
  syn_area_per_cell_um2: 17.3
  synth_cell_types: 3
  synth-cells-yosys: 15
  post_synth_main_area_contributors: "sky130_fd_sc_hd__dfxtp_1 93%, sky130_fd_sc_hd__buf_4 5.8%, sky130_fd_sc_hd__conb_1 1.4%"
cells_and_area:
  layout.filler_cells: 401
  final_design_area_no_fill_um2: 454
  syn_to_final_growth_pct: 75.4
  share_of_final_layout_standard_cells_stronger_than_drive_strength_1_pct: 26.7
clock_tree:
  cts_tree: "yes"
  cts_root_buffer: "sky130_fd_sc_hd__clkbuf_4"
  cts.sink_count: 12
  clock_tree.buffer_depth: 2
  path_clk_slew_ns: 0.07
  worst_skew_pair_latency_ns: 0.26
  numCtsBuffers: 3
  h-tree-depth: 1
  cts_hold_buf: 0
floorplan:
  ios: 17
  core_mm2: 0.00342
  die_height_um: 80
  fp_util_pct: 7.58
  die_area_mm2: 0.00640
  floorplan.die.width_um: 80
  row_count: 21
hold_path:
  timing.hold.worst.class: "register to register"
place:
  place.port_buffers: 12
  pre_cts_slack_ns: 0.0353
  finalWeightedCongestion: 0.572
  dpl_cell_area_um2: 425
routing:
  routed_wirelength_um: 539
  antenna_left: 0
  dr_total_vias: 139
  first_pass_iters: 2
  wl_per_cell_um: 7.09
  drt-initial-drc-count: 4
  detail_route.antenna_diodes: 0
  route.detailed.drc: 0
  detailed_route_vias_per_instance: 1.83
setup_path:
  worst-path-buf-inv: 1
  cp_max_fo: 1
  setup.worst_path.end_class: "output port"
  cp.arrival_ns: 0.74
  critical_path_cell_sequence: "clkdlybuf4s15_1"
  critPathKind: "register to output port"
  critPathLaunchType: "register"
  path_delay_family: "flip-flops"
  critPathMaxStageDelay_ns: 0.31
  critical_path.slowest_cell: "sky130_fd_sc_hd__dfxtp_1"
  wp_data_required_ns: 0.80
job:
  cap_violations: 0
  log.warning_count: 27
power_and_ir_drop:
  power_uw: 911
  power.ir.vdd_worst_mv: 0.264
  leakagePower_uw: 0.000179
  power-per-cell-area_mw_per_mm2: 2010
run_status:
  run_status: "completed"
flip-flops by register name, summed over array words and instances, names as in the netlist:
signal and flops:
s1.ingresso 6, s2.ingresso 6
logic make-up after synthesis:
kind of cell | count (synthesis) | synth area share, %
flip-flops | 12 | 92.8
other | 1 | 1.45
buffers and inverters | 2 | 5.80
cells in the final DEF, fill, tap and decap left out, drive strengths merged:
| cell type | n |
|---|---|
| clkdlybuf4s15 | 4 |
| conb | 2 |
| clkbuf | 6 |
| clkdlybuf4s50 | 6 |
| dfxtp | 12 |
path summary, 6_finish.rpt:
check             slack (ns)  depth (start not counted)              to            from
setup / recovery        0.06                          1          out[2]  s2.ingresso[1]
setup reg to reg        0.61                          0  s2.ingresso[2]  s1.ingresso[1]
hold reg to reg         0.33                          0  s2.ingresso[6]  s1.ingresso[5]
hold / removal          0.33                          0  s2.ingresso[6]  s1.ingresso[5]
where the power goes:
part           internal (uW)  switching [uW]  leakage (uW)
combinational           32.2            5.10     0.0000565
clock                    221             144     0.0000210
sequential               504            5.27      0.000101
stage by stage:
| step | util [%] | std cells | hold WS, ns |
|---|---|---|---|
| after floorplan | - | 16 | 0.228 |
| after global placement | 12.5 | 72 | 0.312 |
| after detailed placement | 12.5 | 72 | 0.312 |
| after CTS | 13.6 | 76 | 0.328 |
| after global routing | 13.3 | 76 | 0.331 |
| final | 13.3 | 76 | 0.327 |
cell type report:
cell class / count / area [um2] / area share, %
Clock buffer: 4 / 36.3 / 7.99
Multi-Input combinational cell: 2 / 7.51 / 1.65
Sequential cell: 12 / 243 / 53.4
Tap cell: 46 / 57.6 / 12.7
Timing Repair Buffer: 12 / 110 / 24.2
routing by layer:
layer	vias up	GRT usage, %	share of wire [%]
li1	69	-	-
met2	13	2.09	39
met3	4	1.02	14
met1	53	1.74	39
met5	-	0	0
met4	0	1.58	7.6
repair_timing:
action / 4_1_cts / 5_1_grt
setup endpoints to repair: 6 / 2
setup buffers: 0 / 0
gates resized: 13 / 3
Power is estimated from default activity; no workload was simulated.
