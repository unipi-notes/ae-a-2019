## flow/design.v

```verilog
module fa(output c, output z, input x, input y, input r);
    assign
        c = ~x&y&r | x&~y&r | x&y&~r | x&y&r;
    assign
        z = ~x&~y&r | ~x&y&~r | x&~y&~r | x&y&r;
endmodule  
module ha(output c, output z, input x, input y);
    assign
        c = x&y;
    assign
        z = ~x&y| x&~y;
endmodule  
module mul(output [7:0]z,  
    input [3:0] x,   
    input [3:0] y);
    wire [11:0] c;   
    wire [6:1]  w;   
    assign
        z[0] = x[0]&y[0];    
    ha h1(c[0],     z[1],   x[1]&y[0],  x[0]&y[1]);         
    fa f2(c[1],     w[1],   x[2]&y[0],  x[1]&y[1],  c[0]);
    fa f3(c[2],     w[2],   x[3]&y[0],  x[2]&y[1],  c[1]);
    ha h4(c[3],     w[3],   x[3]&y[1],  c[2]);
    ha h5(c[4],     z[2],   w[1],       x[0]&y[2]);         
    fa f6(c[5],     w[4],   w[2],       x[1]&y[2],  c[0]);
    fa f7(c[6],     w[5],   w[3],       x[2]&y[2],  c[1]);
    fa f8(c[7],     w[6],   c[3],       x[3]&y[2],  c[6]);
    ha h9(c[8],     z[3],   w[4],       x[0]&y[3]);         
    fa f10(c[9],    z[4],   w[5],       x[1]&y[3],  c[8]);
    fa f11(c[10],   z[5],   w[6],       x[2]&y[3],  c[9]);
    fa f12(z[7],    z[6],   c[7],       x[3]&y[3],  c[10]);
endmodule  
```

## flow/constraint.sdc

```tcl
current_design mul

set clk_period 3.9
set clk_io_pct 0.2

create_clock -name clk0 -period $clk_period

set non_clock_inputs [all_inputs -no_clocks]
set_input_delay [expr $clk_period * $clk_io_pct] -clock clk0 $non_clock_inputs
set_output_delay [expr $clk_period * $clk_io_pct] -clock clk0 [all_outputs]
```

## flow/config.mk

```make
export PLATFORM = sky130hd
export DESIGN_NAME = mul
export DESIGN_NICKNAME = mul
export VERILOG_FILES = /design/flow/design.v
export SDC_FILE = /design/flow/constraint.sdc
export NUM_CORES = 4
export LEC_CHECK = 1
export CORE_AREA = 10 10 70 70
export DIE_AREA = 0 0 80 80
```

## flow/run.sh

```bash
#!/bin/bash
# OpenROAD 26Q1-2900-gdf79404cd8, Yosys 0.63+post, stock flow scripts
make -C /OpenROAD-flow-scripts/flow DESIGN_CONFIG=/design/flow/config.mk WORK_HOME=/design/flow/orfs finish
```

==> qor.json <==
{
  "run_status": {"value": "complete, but fails checks"},
  "violated_checks": {"value": "setup timing"},
  "post-route-period-util": {"value": 118, "unit": "%"},
  "tally_of_openroad_warnings": {"value": 36},
  "die_width": {"value": 80, "unit": "um"},
  "yosys.area_share.adder": {"value": 40.5, "unit": "%"},
  "slew_viol_final": {"value": 0},
  "use_met3": {"value": 1.02, "unit": "%"},
  "clkbuf_count": {"value": 0},
  "synth.cellmix.simpleShare": {"value": 26.2, "unit": "%"},
  "combGateArea": {"value": 422, "unit": "um^2"},
  "finalWorstPathRequiredPeriod": {"value": 4.59, "unit": "ns"},
  "relative_area_change_from_synthesis_to_final_layout": {"value": 81.3, "unit": "%"},
  "use_met1": {"value": 4.17, "unit": "%"},
  "route.final.wire_length": {"value": 1040, "unit": "um"},
  "setup_ws": {"value": -0.694, "unit": "ns"},
  "post_synth_seq_share": {"value": 0, "unit": "%"},
  "timing.critical_path.arrival": {"value": 3.81, "unit": "ns"},
  "synth_cell_type_count": {"value": 16},
  "grt_antenna_before_repair": {"value": 0},
  "dp_slack": {"value": -1.50, "unit": "ns"},
  "num-fill-cells": {"value": 382},
  "drt.antenna.violating_nets": {"value": 0},
  "drt-vias-per-instance": {"value": 3.13},
  "ir_drop": {"value": 0.0346, "unit": "mV"},
  "mapped_avg_cell_area": {"value": 8.08, "unit": "um^2"},
  "gate_count_after_technology_mapping": {"value": 52},
  "die_area": {"value": 6400, "unit": "um^2"},
  "detailroute.via_count": {"value": 382},
  "end_kind": {"value": "output port"},
  "antenna_diode_instance_count": {"value": 0},
  "row_count": {"value": 21},
  "worst-setup-path-type": {"value": "in -> out"},
  "drv.max_cap_violation_count": {"value": 0},
  "synth.cellmix.xorXnorShare": {"value": 8.33, "unit": "%"},
  "gr-max-usage-layer": {"value": "met2"},
  "unrepaired_setup_endpoints_after_global_routing": {"value": "true"},
  "die_height": {"value": 80, "unit": "um"},
  "ff_latch_area": {"value": 0, "unit": "um^2"},
  "hold_class": {"value": "in -> out"},
  "routabilityCongestion": {"value": 0.706},
  "max_freq": {"value": 218, "unit": "MHz"},
  "ys_top_logic_family": {"value": "adder cells"},
  "drt_pre_antenna_iters": {"value": 2},
  "grt_first_pass_wirelength": {"value": 1880, "unit": "um"},
  "drtIter0Drc": {"value": 1},
  "cp_max_fo": {"value": 2},
  "grt_start_max_net_pins": {"value": 6},
  "drc": {"value": 0},
  "ys_chip_area": {"value": 420, "unit": "um^2"},
  "initCoreUtil": {"value": 12.3, "unit": "%"},
  "grt_usage": {"value": 3.46, "unit": "%"},
  "nFlopsAndLatches": {"value": 0},
  "ys_sh_mux": {"value": 0, "unit": "%"},
  "power.density_cell_area": {"value": 114, "unit": "nW/um^2"},
  "drt-wirelength-per-cell": {"value": 8.52, "unit": "um"},
  "globalRouteMet2Util": {"value": 6.26, "unit": "%"},
  "finalPower": {"value": 87.2, "unit": "uW"},
  "max-slew-margin-rel": {"value": 88.6, "unit": "%"},
  "power.static_leakage": {"value": 0.000330, "unit": "uW"},
  "grt_pass1_vias": {"value": 440},
  "final_layout_size_suffix_gt1_share": {"value": 60.5, "unit": "%"},
  "critical_path_source_type": {"value": "input port"},
  "synth_stat.cells": {"value": 52},
  "worst_tran_pin_value": {"value": 0.171, "unit": "ns"},
  "grt.overflow.total": {"value": 0},
  "floorplan.core_area": {"value": 3420, "unit": "um^2"},
  "i_o_pins": {"value": 16},
  "compound_area_share": {"value": 6.25, "unit": "%"},
  "placement.io_buffers": {"value": 16},
  "yosys_warnings": {"value": 0},
  "dp_hpwl": {"value": 937, "unit": "um"},
  "critical_path_required": {"value": 3.12, "unit": "ns"},
  "hold_violations": {"value": 0},
  "finalSetupViolCount": {"value": 4},
  "synth_area": {"value": 420, "unit": "um^2"}
}
[where the power goes]
part	internal (uW)	leakage [uW]	switching, uW	total, uW
clock	0	0	0	0
sequential	0	0	0	0
combinational	53.7	0.000330	33.5	87.2
[cells in the mapped netlist]
cell type	count	share of area, %
sky130_fd_sc_hd__inv_1	7	6.3
sky130_fd_sc_hd__o21a_1	1	1.8
sky130_fd_sc_hd__nand2_1	7	6.3
sky130_fd_sc_hd__xnor2_1	2	4.2
sky130_fd_sc_hd__o21ai_0	1	1.2
sky130_fd_sc_hd__a21oi_2	1	2.1
sky130_fd_sc_hd__and2_1	7	10
sky130_fd_sc_hd__buf_4	7	12
sky130_fd_sc_hd__nand3_1	1	1.2
sky130_fd_sc_hd__a21oi_1	1	1.2
sky130_fd_sc_hd__nor2_1	2	1.8
sky130_fd_sc_hd__and2_2	2	3.6
sky130_fd_sc_hd__ha_1	4	12
sky130_fd_sc_hd__fa_1	6	29
sky130_fd_sc_hd__nor3b_2	1	3.0
sky130_fd_sc_hd__xor2_1	2	4.2
[per-stage QoR]
step	area [um^2]	hold slack, ns	instances	TNS (ns)	utilization [%]
after CTS	742	2.19	122	-1.99	21.7
final	762	2.19	122	-1.86	22.3
after global routing	762	2.24	122	-2.25	22.3
after floorplan	473	1.63	52	-1.32	-
after global placement	728	2.67	119	-5.27	21.3
after detailed placement	728	2.67	119	-5.28	21.3
[cells in the final DEF, fill, tap and decap left out]
| cell type | Yosys | layout |
|---|---|---|
| sky130_fd_sc_hd__inv_1 | 7 | 2 |
| sky130_fd_sc_hd__buf_6 | 0 | 4 |
| sky130_fd_sc_hd__and2_4 | 0 | 3 |
| sky130_fd_sc_hd__xor2_1 | 2 | 2 |
| sky130_fd_sc_hd__a21oi_1 | 1 | 1 |
| sky130_fd_sc_hd__o21ai_2 | 0 | 1 |
| sky130_fd_sc_hd__fa_1 | 6 | 2 |
| sky130_fd_sc_hd__nor2_4 | 0 | 2 |
| sky130_fd_sc_hd__nand2_1 | 7 | 6 |
| sky130_fd_sc_hd__inv_2 | 0 | 5 |
| sky130_fd_sc_hd__buf_2 | 0 | 4 |
| sky130_fd_sc_hd__nand3_2 | 0 | 1 |
| sky130_fd_sc_hd__xnor2_1 | 2 | 2 |
| sky130_fd_sc_hd__and2_2 | 2 | 1 |
| sky130_fd_sc_hd__a21oi_2 | 1 | 1 |
| sky130_fd_sc_hd__buf_4 | 7 | 15 |
| sky130_fd_sc_hd__nor3b_2 | 1 | 1 |
| sky130_fd_sc_hd__dlygate4sd2_1 | 0 | 1 |
| sky130_fd_sc_hd__clkdlybuf4s50_1 | 0 | 7 |
| sky130_fd_sc_hd__nand2_2 | 0 | 1 |
| sky130_fd_sc_hd__ha_4 | 0 | 3 |
| sky130_fd_sc_hd__and2_1 | 7 | 5 |
| sky130_fd_sc_hd__fa_2 | 0 | 4 |
| sky130_fd_sc_hd__o21a_1 | 1 | 1 |
| sky130_fd_sc_hd__ha_1 | 4 | 1 |
[path summary, 6_finish.rpt]
path | start | end | slack (ns) | cells after the start
worst max-delay path | x[0] | z[6] | -0.69 | 17
worst min-delay path | x[1] | z[4] | 2.19 | 5
[timing repair]
| item | in CTS | in global routing |
|---|---|---|
| pin swaps | 14 | 13 |
| setup endpoints to repair | 5 | 5 |
| buffers inserted | 3 | 0 |
| hold buffers | 0 | 0 |
| gates resized | 37 | 4 |
[worst max-delay path, cell delays in order]
cell                      delay, ns
sky130_fd_sc_hd__buf_6         0.07
sky130_fd_sc_hd__and2_4        0.16
sky130_fd_sc_hd__ha_4          0.15
sky130_fd_sc_hd__nor2_4        0.04
sky130_fd_sc_hd__nor2_4        0.11
sky130_fd_sc_hd__o21ai_2       0.08
sky130_fd_sc_hd__fa_2          0.41
sky130_fd_sc_hd__ha_4          0.27
sky130_fd_sc_hd__inv_2         0.03
sky130_fd_sc_hd__fa_2          0.52
sky130_fd_sc_hd__inv_2         0.04
sky130_fd_sc_hd__fa_2          0.32
sky130_fd_sc_hd__inv_2         0.07
sky130_fd_sc_hd__fa_2          0.19
sky130_fd_sc_hd__inv_2         0.03
sky130_fd_sc_hd__fa_1          0.47
sky130_fd_sc_hd__buf_2         0.09
[logic make-up after synthesis]
family | count (synthesis)
AOI/OAI and AO/OA | 4
adders and majority gates | 10
xor gates and xnor gates | 4
and+or+nand+nor | 20
buffers and inverters | 14
[metal layers]
metal	share of wire [%]	vias up
li1	-	201
met4	0	0
met2	51	7
met1	42	174
met5	0	-
met3	6.9	0
[final cells by class]
class | count | share of cell area, %
well taps | 46 | 7.55
repair buffers | 31 | 33.7
multi-input cells | 38 | 55.3
inverters | 7 | 3.45
No activity file was given, so power comes from the tool's default toggle rates.
