$ cat /design/flow/config.mk
export PLATFORM = sky130hd
export DESIGN_NAME = counter
export DESIGN_NICKNAME = counter
export VERILOG_FILES = /design/flow/design.v
export SDC_FILE = /design/flow/constraint.sdc
export NUM_CORES = 4
export LEC_CHECK = 1
export CORE_AREA = 10 10 70 70
export DIE_AREA = 0 0 80 80
$ cat /design/flow/constraint.sdc
current_design counter

set clk_period 1.7
set clk_io_pct 0.2

create_clock -name clk0 -period $clk_period [get_ports {clock}]

set non_clock_inputs [all_inputs -no_clocks]
set_input_delay [expr $clk_period * $clk_io_pct] -clock clk0 $non_clock_inputs
set_output_delay [expr $clk_period * $clk_io_pct] -clock clk0 [all_outputs]
$ cat /design/flow/design.v
module counter(
    input inc,
    input clock,
    output [0:N-1] z
);
    parameter N = 8;
    reg [0:N-1] value;
    initial
        value = 0;
    always @(posedge clock) begin
        value = value + inc;
    end
    assign
        z = value;
endmodule  
$ cat /design/flow/run.sh
#!/bin/bash
# OpenROAD 26Q1-2900-gdf79404cd8, Yosys 0.63+post, stock flow scripts
make -C /OpenROAD-flow-scripts/flow DESIGN_CONFIG=/design/flow/config.mk WORK_HOME=/design/flow/orfs finish
==> impl_metrics.env <==
# flow metrics
export IMPL_crit_required_ns=1.36
export IMPL_cp_end_kind="output pin"
export IMPL_rsz0062_at_grt="false"
export IMPL_final_max_slew_violation_count=0
export IMPL_cts_num_sinks=8
export IMPL_timing_final_crit_period_ns=1.53
export IMPL_synth_cells_most_frequent="8 x sky130_fd_sc_hd__dfxtp_1, 3 x sky130_fd_sc_hd__xnor2_1, 3 x sky130_fd_sc_hd__xor2_1"
export IMPL_flop_cell="sky130_fd_sc_hd__dfxtp_1"
export IMPL_grt_overflow_total=0
export IMPL_postSynthAreaPerCell_um2=11.9
export IMPL_routed_wirelength_um=646
export IMPL_drcViolationCount=0
export IMPL_grt_pass1_wl_um=1220
export IMPL_tritoncts="yes"
export IMPL_preCtsSetupSlack_ns=0.114
export IMPL_yosys_area_um2=285
export IMPL_topCellsByArea="sky130_fd_sc_hd__dfxtp_1 56%, sky130_fd_sc_hd__xnor2_1 9.2%, sky130_fd_sc_hd__xor2_1 9.2%"
export IMPL_ctsResizeCount=0
export IMPL_first_iter_violations=3
export IMPL_track_usage=0.0246
export IMPL_clock_tree_buffer_depth=2
export IMPL_max_vdd_ir_drop_mv=0.732
export IMPL_synth_edff_count=0
export IMPL_routed_length_on_met2_um=147
export IMPL_reg2reg_slack_ns=0.58
export IMPL_root_buffer="sky130_fd_sc_hd__clkbuf_4"
export IMPL_fin_worst_hold_slack_ns=0.452
export IMPL_grt_antenna_before_repair=0
export IMPL_p_total_mw=0.751
export IMPL_dpl_instance_area_um2=433
export IMPL_postSynth_asyncResetShare=0
export IMPL_worst_path_max_fanout=5
export IMPL_crit_path_cell_trace="clkdlybuf4s50_1"
export IMPL_die_width_um=80
export IMPL_route_layer_met1_wl_um=350
export IMPL_cellPowerDensity_nw_per_um2=1650
export IMPL_numPortBuffers=9
export IMPL_openroad_warning_count=25
export IMPL_final_layout_size_suffix_gt1_frac=0.139
export IMPL_post_route_cell_area_um2=455
export IMPL_highest_layer="met3"
export IMPL_syn_inst=24
export IMPL_synth_warning_count=1
export IMPL_io_pin_count=10
export IMPL_critPathMaxStageDelay_ns=0.51
export IMPL_detailroute_via_count=200
export IMPL_largest_register_ffs=8
export IMPL_worst_setup_path_start_kind="flip-flop"
export IMPL_cts_repair_timing_setup_buffer_count=0
export IMPL_crit_path_top_delay_cell="sky130_fd_sc_hd__clkdlybuf4s50_1"
export IMPL_skew_ns=0.00982
export IMPL_setup_viol_count_final=0
export IMPL_max_frequency_ghz=0.654
export IMPL_netlist_area_um2=285
export IMPL_holdBufCountCts=0
export IMPL_place_congestion=0.697
export IMPL_vias_in_the_first_global_route=242
export IMPL_tritoncts_num_buffers=3
export IMPL_power_static_leakage_nw=0.171
export IMPL_clock_latency_ns=0.25
export IMPL_critical_path_n_buffers_inverters=1
export IMPL_max_slew_margin=0.860
export IMPL_tightest_slew_ns=0.210
export IMPL_clock_tree_htree_level_count=1
export IMPL_drv_max_cap_violation_count=0
export IMPL_avgRoutedWirePerCell_um=7.88
export IMPL_post_drt_via_cell_ratio=2.44
export IMPL_most_common_cell_in_the_netlist="sky130_fd_sc_hd__dfxtp_1"
export IMPL_hold_violations=0
export IMPL_fp_coreArea_um2=3420
export IMPL_die_area_um2=6400
export IMPL_setup_tns_final_ns=0
export IMPL_finalNonFillerCells=82
export IMPL_synth_flop_count=8
export IMPL_status="finished clean"
export IMPL_netlist_area_leader_share=0.561
export IMPL_route_met3_wl_um=149
export IMPL_synth_stat_cells=24
export IMPL_post_route_util=0.133
export IMPL_grt_max_degree=6
export IMPL_post_route_antenna_net_violation_count=0
export IMPL_die_y_um=80
export IMPL_drt_pass1_iterations=2
export IMPL_cts_clk_slew_worst_paths_ns=0.06
export IMPL_row_count=21
export IMPL_dpl_cell_count=79
export IMPL_antenna_diodes=0
export IMPL_ys_types=10
export IMPL_core_util_floorplan=0.0835
export IMPL_final_setup_worst_slack_ns=0.171
export IMPL_syn_to_final_growth_pct=59.6
export IMPL_min_path_type="reg2reg"
export IMPL_cp_data_arrival_time_ns=1.19
export IMPL_seq_area_frac_synth=0.561
export IMPL_worst_path_dominant_cell_family="buffers and inverters"
export IMPL_yosysTopAreaCell="sky130_fd_sc_hd__dfxtp_1"
export IMPL_timing_worst_setup_path_type="reg2out"
export IMPL_post_layout_period_usage_of_the_worst_path=0.899
-- report_power, final --
part	switching [mW]	leakage [nW]	total, mW	internal (mW)
registers	0.0914	0.0666	0.364	0.273
clock network	0.0600	0.0138	0.140	0.0805
logic	0.0636	0.0910	0.247	0.183
-- routing by layer --
layer  GRT usage  vias to the layer above
li1            -                      106
met1      0.0342                       81
met2      0.0233                       13
met3      0.0284                        0
met4     0.00176                        0
met5           0                        -
-- kinds of logic (layout without fill, tap and decap cells) --
family                   Yosys count  in the layout  synth area share
XOR/XNOR                           6              6             0.184
adder cells (fa/ha/maj)            2              2            0.0877
buffers and inverters              0             12                 0
AND/OR/NAND/NOR                    8              8             0.167
flip-flops                         8              8             0.561
-- area by class of cell --
type	instances	area, µm²
clock buffer	3	22.5
fill	405	2960
multi-input combinational	16	125
sequential	8	160
tap	46	57.6
timing repair buffer	9	90.1
-- cell usage in the layout (no fill, tap or decap) --
cell type                         count
sky130_fd_sc_hd__nor3_2               1
sky130_fd_sc_hd__dfxtp_1              8
sky130_fd_sc_hd__ha_1                 2
sky130_fd_sc_hd__xnor2_1              3
sky130_fd_sc_hd__nand2_1              2
sky130_fd_sc_hd__nor2_1               1
sky130_fd_sc_hd__xor2_1               3
sky130_fd_sc_hd__clkdlybuf4s50_1      9
sky130_fd_sc_hd__clkbuf_4             3
sky130_fd_sc_hd__and3_1               1
sky130_fd_sc_hd__nand3_1              2
sky130_fd_sc_hd__nand3_2              1
-- path summary, 6_finish.rpt --
check / endpoint / startpoint / cells past startpoint
setup / recovery: z[5] / value[5] / 1
hold / removal: value[0] / value[0] / 1
setup reg to reg: value[1] / value[7] / 4
hold reg to reg: value[0] / value[0] / 1
Power figures rest on the tool's default switching activity, not on a simulated workload.
